**config.mk**
```make
export PLATFORM = sky130hd
export DESIGN_NAME = mbist_8kx8
export DESIGN_NICKNAME = mbist_8kx8
export VERILOG_FILES = /design/flow/design.v
export SDC_FILE = /design/flow/constraint.sdc
export NUM_CORES = 4
export LEC_CHECK = 1
export CORE_UTILIZATION = 50
```
**constraint.sdc**
```tcl
current_design mbist_8kx8

set clk_period 5.6
set clk_io_pct 0.2

create_clock -name clk0 -period $clk_period [get_ports {b_clk}]

set non_clock_inputs [all_inputs -no_clocks]
set_input_delay [expr $clk_period * $clk_io_pct] -clock clk0 $non_clock_inputs
set_output_delay [expr $clk_period * $clk_io_pct] -clock clk0 [all_outputs]
```
**design.v**
```verilog
module mbist_8kx8 
#(parameter WE_WIDTH = 1,
  parameter ADDR_WIDTH = 13,
  parameter DATA_WIDTH = 8
 )
 (
  input                      b_clk,     
  input                      b_rst_n,   
  input                      b_te,      
  input [(ADDR_WIDTH-1):0]   addr_fun,  
  input [(WE_WIDTH-1):0]     wen_fun,   
  input                      cen_fun,   
  input                      oen_fun,   
  input [(DATA_WIDTH-1):0]   data_fun,  
  input [(DATA_WIDTH-1):0]   ram_read_out,  
  output [(ADDR_WIDTH-1):0]  addr_test,  
  output [(WE_WIDTH-1):0]    wen_test,   
  output                     cen_test,   
  output                     oen_test,   
  output [(DATA_WIDTH-1):0]  data_test,  
  output				             b_done,     
  output reg                 b_fail      
);
  reg [(ADDR_WIDTH-1):0] test_addr;
  reg r_end;
  reg r_end_en;
  reg test_addr_rst;
  reg [(WE_WIDTH-1):0] wen_test_inner;
  reg rf_start;
  reg check_en;
  reg pattern_sel;
  wire [(DATA_WIDTH-1):0] test_pattern;
  reg [4:0] cstate, nstate;
  reg up1_down0; 
  reg count_en;  
  assign b_done = r_end;
  assign test_pattern = (pattern_sel == 1'b0) ? {DATA_WIDTH{1'b0}} : {DATA_WIDTH{1'b1}};
  assign data_test = (b_te == 1'b1) ? test_pattern   : data_fun;
  assign addr_test = (b_te == 1'b1) ? test_addr      : addr_fun;
  assign wen_test  = (b_te == 1'b1) ? wen_test_inner : wen_fun;
  assign cen_test  = (b_te == 1'b1) ? 1'b0           : cen_fun;
  assign oen_test  = (b_te == 1'b1) ? 1'b0           : oen_fun;
  always @(posedge b_clk , negedge b_rst_n) begin
    if (b_rst_n == 1'b0) 
       r_end<=1'b0;
    else if (r_end_en == 1'b1) 
       r_end<= 1'b1;
       else
         r_end <= 1'b0;
  end
  always @(posedge b_clk , negedge b_rst_n) begin
    if (b_rst_n == 1'b0) 
       test_addr <= {ADDR_WIDTH{1'b0}};
    else if (b_te == 1'b1) 
  	  if (test_addr_rst == 1'b1) 
           if (up1_down0 == 1'b1)
          	  test_addr<=  {ADDR_WIDTH{1'b0}};
           else
              test_addr<=  {ADDR_WIDTH{1'b1}};
     	else
           if (count_en == 1'b1)
               if (up1_down0 == 1'b1)
          	      test_addr<=  test_addr + 1'b1;  
               else
                  test_addr<=  test_addr - 1'b1;  
  end
  always @(posedge b_clk , negedge b_rst_n)
    if (b_rst_n == 1'b0) 
       b_fail<=1'b1;
    else begin
      if ((b_te == 1'b1) && (rf_start == 1'b1))  
          b_fail<=  1'b0;
      if ((b_te == 1'b1) && (check_en == 1'b1) && !(test_pattern == ram_read_out))  
          b_fail<=  1'b1;
     end
  always @(posedge b_clk , negedge b_rst_n) begin
    if (b_rst_n == 1'b0) 
          cstate<=5'b00000;
    else
          cstate<= nstate;
  end
  always @(cstate or b_te or r_end or test_addr) begin
    up1_down0     = 1'b1;
    count_en      = 1'b0;
    r_end_en      = 1'b0;
    pattern_sel   = 1'b0;
    test_addr_rst = 1'b0;
    rf_start      = 1'b0;
    check_en      = 1'b0;
    wen_test_inner = {WE_WIDTH{1'b1}};
    nstate        = cstate;
    case (cstate)
      5'b00000 :
          begin
             test_addr_rst = 1'b1;
             if (b_te == 1'b1 && r_end == 1'b0) begin
                   nstate   = 5'b00001;
                   rf_start = 1'b1;
             end
          end
      5'b00001 :    
          begin
    	    count_en       = 1'b1;
    	    wen_test_inner = {WE_WIDTH{1'b0}};
    	    pattern_sel    = 1'b0;
             if (test_addr == {ADDR_WIDTH{1'b1}} ) begin
                  nstate        = 5'b00010;
                  test_addr_rst = 1'b1;
    	            up1_down0     = 1'b0;
             end
          end
      5'b00010 :
          begin
    	      pattern_sel   = 1'b0;
    	      up1_down0     = 1'b0;
            test_addr_rst = 1'b1; 
            nstate        = 5'b00011;
          end
      5'b00011 :
          begin
            nstate = 5'b00100;
          end
      5'b00100 :   
          begin
             pattern_sel = 1'b0;
    	       check_en    = 1'b1;
             nstate      = 5'b00101;
          end
      5'b00101 :   
          begin
    	      up1_down0      = 1'b0;
    	      count_en       = 1'b1;
    	      wen_test_inner = {WE_WIDTH{1'b0}};
    	      pattern_sel    = 1'b1;
             if (test_addr == {ADDR_WIDTH{1'b0}}) begin
                  nstate        = 5'b00110;
                  test_addr_rst = 1'b1;
    	          up1_down0     = 1'b1;
             end
             else
                nstate        = 5'b00011;
          end
      5'b00110 :
          begin
             pattern_sel   = 1'b1;
             test_addr_rst = 1'b1;
             nstate        = 5'b00111;
          end
      5'b00111 :
          begin
             nstate = 5'b01000;
          end
      5'b01000 :   
          begin
            pattern_sel = 1'b1;
            check_en    = 1'b1;
            nstate      = 5'b01001;
          end
      5'b01001 :
          begin
             wen_test_inner = {WE_WIDTH{1'b0}};
             pattern_sel    = 1'b0;
             nstate         = 5'b01010;
          end
      5'b01010 :
          begin
            nstate = 5'b01011;
          end
      5'b01011 :
          begin
            pattern_sel = 1'b0;
            check_en    = 1'b1;
            nstate      = 5'b01100;
          end
      5'b01100 :
          begin
             wen_test_inner = {WE_WIDTH{1'b0}};
             pattern_sel    = 1'b1;
             count_en       = 1'b1;
             if (test_addr == {ADDR_WIDTH{1'b1}}) begin
                  nstate        = 5'b01101;
                  test_addr_rst = 1'b1;
             end
             else
                nstate        = 5'b00111;
          end
      5'b01101 :    
          begin
            pattern_sel   = 1'b1;
            test_addr_rst = 1'b1;
            nstate        = 5'b01110;
          end
      5'b01110 :
          begin
            nstate = 5'b01111;
          end
      5'b01111 :
          begin
            pattern_sel = 1'b1;
            check_en    = 1'b1;
            nstate      = 5'b10000;
          end
      5'b10000 :
          begin
            wen_test_inner = {WE_WIDTH{1'b0}};
            pattern_sel    = 1'b0;
            count_en       = 1'b1;
             if (test_addr == {ADDR_WIDTH{1'b1}}) begin
                   nstate        = 5'b10001;
                   test_addr_rst = 1'b1;
             end
             else         
                nstate        = 5'b01110;
          end
      5'b10001 :   
          begin
             pattern_sel   = 1'b1;
             test_addr_rst = 1'b1;
             nstate        = 5'b10010;
          end
      5'b10010 :
          begin
             nstate = 5'b10011;
          end
      5'b10011 :
          begin
             pattern_sel=1'b0;
             check_en=1'b1;
             nstate = 5'b10100;
          end
      5'b10100 :
          begin
             wen_test_inner = {WE_WIDTH{1'b0}};
             pattern_sel   = 1'b1;
             nstate = 5'b10101;
          end
      5'b10101 :
          begin
             nstate = 5'b10110;
          end
      5'b10110 :
          begin
             pattern_sel=1'b1;
             check_en=1'b1;
             nstate = 5'b10111;
          end
      5'b10111 :
          begin
             wen_test_inner = {WE_WIDTH{1'b0}};
             pattern_sel    = 1'b0;
             count_en       = 1'b1;
             if (test_addr == {ADDR_WIDTH{1'b1}}) begin
                   nstate        = 5'b11000;
                   test_addr_rst = 1'b1;
             end
             else
                nstate        = 5'b10010;
          end
      5'b11000 :
          begin
             pattern_sel   = 1'b0;
             test_addr_rst = 1'b1;
             nstate        = 5'b11001;
          end
      5'b11001 :
          begin
             nstate        = 5'b11010;
          end
      5'b11010 :
          begin
             pattern_sel = 1'b0;
             check_en    = 1'b1;
             count_en    = 1'b1;
             if (test_addr == {ADDR_WIDTH{1'b1}}) begin
                   nstate        = 5'b00000;
                   test_addr_rst = 1'b1;
                   r_end_en      = 1'b1;
             end
             else
                nstate = 5'b11001;
          end
      default :
          begin
             nstate        = 5'b00000;
             test_addr_rst = 1'b1;
          end 
    endcase
  end
endmodule
```
**run.sh**
```bash
#!/bin/bash
# OpenROAD 26Q1-2900-gdf79404cd8, Yosys 0.63+post, stock flow scripts
make -C /OpenROAD-flow-scripts/flow DESIGN_CONFIG=/design/flow/config.mk WORK_HOME=/design/flow/orfs finish
```
==> impl_metrics.yaml <==
# synthesis and place-and-route metrics
status:
  run_status: "completed"
clocking:
  postCtsSetupBuffers: 0
  clockBufferDepth: 2
  cts-resized-gates: 0
  ctsHtreeMaxLevel: 2
  tritoncts.num_buffers: 5
  post_cts_hold_buffers: 0
  clock_sink_count: 42
  clkSlewWorstSetupHoldPaths_ns: 0.07
  clk-insertion-delay-late_ns: 0.29
  cts_root_buf: "sky130_fd_sc_hd__clkbuf_8"
  cts_tree: "yes"
timing:
  report.final.setup_viol: 0
  clock.fmax_ghz: 0.2326
  final.setup.tns_ns: 0
  setup_repair_after_global_routing_missed_its_margin: "no"
  final.period_utilization_pct: 76.76
  timing_worst_slew_pin_value_ns: 0.7010
  relSlewSlack_pct: 52.83
  final-hold-violation-count: 0
  post-route-min-period_ns: 4.298
  skew_ns: 0.004873
  final_count_of_pins_violating_max_slew: 0
logic_synthesis:
  synth.cellmix.compoundShare_pct: 16.63
  synth_simple_gate_area_share_pct: 20.90
  yosys-mux-area-fraction_pct: 8.894
  post_synth_main_area_contributors: "sky130_fd_sc_hd__dfrtp_1, sky130_fd_sc_hd__mux2_2, sky130_fd_sc_hd__ha_1, sky130_fd_sc_hd__nand2_1, sky130_fd_sc_hd__a21o_1"
  ys_cells: 251
  synth_async_sr_flop_share_pct: 100.0
  synthesis.instances: 251
  netlist.area_leader.share_pct: 40.20
  yosysSeqAreaShare_pct: 42.31
  synth.comb.largest_family: "simple AND/OR/NAND/NOR gates"
  synth_cell_type_count: 50
  yosys_most_used_dff: "sky130_fd_sc_hd__dfrtp_1"
  post_synth_xor_area_fraction_pct: 2.814
  postSynthAreaPerCell_um2: 9.920
  share_of_synthesized_cell_area_in_full_adder_half_adder_and_majority_cells_pct: 6.332
  synth_warnings: 1
  mappedNetlistArea_um2: 2490
  enable_flop_cells: 0
  post-synth-top-area-cell: "sky130_fd_sc_hd__dfrtp_1"
  ys_seq_elements: 42
  synth.yosys.chip_area_um2: 2490
finish:
  post-route-util_pct: 68.34
  drive_gt1_share_pct: 11.39
  layout-area-overhead-vs-synth_pct: 30.50
  layout_top_cell_excl_fill_tap: "sky130_fd_sc_hd__clkdlybuf4s50_1"
  fill_count: 403
  layout.cell_area.non_filler_um2: 3249
  most-common-layout-cells: "sky130_fd_sc_hd__clkdlybuf4s50_1, sky130_fd_sc_hd__dfrtp_1, sky130_fd_sc_hd__nand2_1"
setup_path:
  setup.worst_path.class: "input port to output pin"
  cp_data_required_time_ns: 4.48
  cp_data_arrival_time_ns: 3.18
  startpoint_type: "input port"
  worstSetupStartpoint: "b_te"
  timing.critical_path.to: "data_test[6]"
  timing.reg2reg.setup_slack_ns: 1.74
  rr_endpoint: "test_addr[12]"
  cp_max_stage_cell: "sky130_fd_sc_hd__clkdlybuf4s50_1"
  crit_path_end_kind: "output pin"
  worstReg2RegStart: "test_addr[3]"
  path_cells: "clkdlybuf4s50_1 > buf_4 > nand4_1 > o21a_1 > clkdlybuf4s50_1"
  critical-path-max-stage-delay_ns: 0.77
  cp_common_cell: "sky130_fd_sc_hd__clkdlybuf4s50_1"
  timing.critical_path.fanout_max: 21
  worst-r2r-cell-count: 12
power:
  seq_power_share_pct: 48.6
  static-leakage-power_nw: 1.575
  p_sw_mw: 0.1982
  intPower_mw: 0.5195
  combPwrFrac_pct: 25.0
  power.ir.vdd_worst_mv: 0.2059
  power.share.clock_pct: 26.4
  p_sw_share_pct: 27.61
  total_power_of_the_final_layout_mw: 0.7177
  power.density_nw_per_um2: 220.9
die:
  die.size.x_um: 72.57
  coreArea_um2: 4755
  placement_rows: 25
  top_level_ports: 61
  dieHeight_um: 72.57
  initial_utilization_pct: 52.37
  chip_area_um2: 5266
routing:
  detailroute.via_count: 2100
  ant_nets: 0
  initialDrtViolationCount: 64
  wl_per_cell_um: 14.26
  detail_route.wirelength_um: 5461
  drt_first_pass_iters: 4
  antenna_fix_cells: 0
  drc: 0
  via_per_inst: 5.483
place:
  total_half_perimeter_wirelength_after_legalization_and_detailed_placement_um: 4100
  portBuffers: 60
  globalplace.congestion: 0.9464
  dpl-instance-area_um2: 3163
grt:
  pin_count_of_the_biggest_net_entering_global_routing: 43
  grt_first_pass_wirelength_um: 9197
  first_global_vias: 1958
  grt_util_all_layers_pct: 22.92
  grt_antenna_before_repair: 0
  grt.overflow.total: 0
job:
  count_of_warning_messages_emitted_by_the_tools: 26
  cap_viol_max_count: 0
worst_hold_path:
  timing.hold.worst.start: "cstate[23]"
  hold_path_class: "register to register"
-- cells in the mapped netlist (6+ instances only) --
cell type                 number
sky130_fd_sc_hd__a21oi_1      10
sky130_fd_sc_hd__nor2_1       16
sky130_fd_sc_hd__mux2_2       13
sky130_fd_sc_hd__o21ai_1       7
sky130_fd_sc_hd__o21a_1        8
sky130_fd_sc_hd__nor3_1        9
sky130_fd_sc_hd__mux2i_1       6
sky130_fd_sc_hd__nor4_1        7
sky130_fd_sc_hd__nand2_1      22
sky130_fd_sc_hd__a21o_1       10
sky130_fd_sc_hd__o21ai_0       8
sky130_fd_sc_hd__nand3_1       7
sky130_fd_sc_hd__and2_1        6
sky130_fd_sc_hd__ha_1         11
sky130_fd_sc_hd__nand4_1       8
sky130_fd_sc_hd__dfrtp_1      40
-- power by group through the flow --
stage | Combinational (mW) | Sequential, mW | Clock, mW
6_report | 0.179 | 0.349 | 0.190
5_1_grt | 0.202 | 0.352 | 0.206
4_1_cts | 0.182 | 0.348 | 0.196
-- worst min path at each step --
stage,to,slack [ns],cells after the start
6_report,cstate[6],0.38,0
5_1_grt,cstate[6],0.39,0
4_1_cts,cstate[6],0.38,0
-- worst max-delay path: cells and delay by family --
kind / cells / cell delay (ns)
compound gates: 1 / 0.21
buf+inv: 3 / 1.51
simple gates: 1 / 0.32
-- area by class of cell --
class	count	area, um2	area share, %
timing repair buffer	63	618.1	19.02
clock inverter	2	13.76	0.4236
tap	67	83.83	2.580
inverter	6	23.77	0.7316
clock buffer	6	72.57	2.233
sequential	42	1054	32.42
multi-input combinational	197	1384	42.59
-- cell families (layout without fill, tap and decap cells) --
kind of cell | after synthesis | in the layout
simple gates | 98 | 98
compound gates | 59 | 59
flops | 42 | 42
mux | 20 | 20
fa+ha+maj | 12 | 12
buf+inv | 12 | 77
xor+xnor | 8 | 8
-- per-layer routing --
metal | track usage, % | up-vias | share of wire [%]
met5 | 0 | - | 0
met4 | 2.397 | 0 | 1.4
met1 | 35.28 | 1002 | 47
li1 | - | 1058 | -
met2 | 37.59 | 32 | 49
met3 | 2.817 | 8 | 2.7
-- registers in the layout, indices dropped and copies added (netlist names) --
name       count
b_fail         1
test_addr     13
cstate        27
r_end          1
-- through the flow --
stage	hold WS [ns]	cells	worst slack, ns
final	0.3751	383	1.302
after global routing	0.3924	383	1.108
after CTS	0.3766	383	1.272
after detailed placement	0.3596	375	1.280
after global placement	0.3554	375	1.336
after floorplan	0.3461	251	2.356
Power is estimated from default activity; no workload was simulated.
