==> flow/design.v <==
module fcaa (
    input [3:0] A,
    input [3:0] B,
    input Cin,
    output [3:0] Sum,
    output Co
);
wire p0, p1, p2, p3;
wire g0, g1, g2, g3;
wire c0, c1, c2, c3;
assign p0 = A[0] ^ B[0];
assign p1 = A[1] ^ B[1];
assign p2 = A[2] ^ B[2];
assign p3 = A[3] ^ B[3];
assign g0 = A[0] & B[0];
assign g1 = A[1] & B[1];
assign g2 = A[2] & B[2];
assign g3 = A[3] & B[3];
assign c0 = g0 | p0 & Cin;
assign c1 = g1 | p1 & g0 | p1 & p0 & Cin;
assign c2 = g2 | p2 & g1 | p2 & p1 & g0 | p2 & p1 & p0 & Cin;
assign c3 = g3 | p3 & g2 | p3 & p2 & g1 | p3 & p2 & p1 & g0 | p3 & p2 & p1 & p0 & Cin;
assign Sum[0] = p0 ^ Cin;
assign Sum[1] = p1 ^ c0;
assign Sum[2] = p2 ^ c1;
assign Sum[3] = p3 ^ c2;
assign Co = c3;
endmodule
==> flow/run.sh <==
#!/bin/bash
# OpenROAD 26Q1-2900-gdf79404cd8, Yosys 0.63+post, stock flow scripts
make -C /OpenROAD-flow-scripts/flow DESIGN_CONFIG=/design/flow/config.mk WORK_HOME=/design/flow/orfs finish
==> flow/config.mk <==
export PLATFORM = sky130hd
export DESIGN_NAME = fcaa
export DESIGN_NICKNAME = fcaa
export VERILOG_FILES = /design/flow/design.v
export SDC_FILE = /design/flow/constraint.sdc
export NUM_CORES = 4
export LEC_CHECK = 1
export CORE_AREA = 10 10 70 70
export DIE_AREA = 0 0 80 80
==> flow/constraint.sdc <==
current_design fcaa

set clk_period 3.8
set clk_io_pct 0.2

create_clock -name clk0 -period $clk_period

set non_clock_inputs [all_inputs -no_clocks]
set_input_delay [expr $clk_period * $clk_io_pct] -clock clk0 $non_clock_inputs
set_output_delay [expr $clk_period * $clk_io_pct] -clock clk0 [all_outputs]
==> out/qor.txt <==
outcome: completed
share of power burned in the clock network: 0
Post-Layout Inst Area: 368 µm²
count of antenna-violating nets left after detailed routing: 0
detailed placement HPWL: 519 µm
Switching Share: 0.322
critical path cell sequence: clkdlybuf4s50_1 > ha_1 > a21o_1 > a21oi_2 > xnor2_1 > clkdlybuf4s50_1
WP data required: 3040 ps
number of placed cells counting well taps: 80
aggregate routed wire length: 557 µm
vertical die dimension: 80 µm
net load switching power: 0.0163 mW
routed len/inst: 6.96 µm
Sequential Power Share: 0
floorplan die width: 80 µm
Worst VDD drop: 58.9 µV
internal power summed over all cells: 0.0343 mW
Lkg Pwr: 0.156 nW
First DRT Iteration DRCs: 11
Critical Path End Type: primary output
DRC errors left: 0
layout sequential cell count: 0
max-capacitance violation count: 0
largest net degree at the start of global routing: 4
Critical Path Max Stage Delay: 500 ps
yosys stat cell total: 20
# setup viols final: 0
sequential element share of the synthesized area: 0
highest fanout seen on the critical path: 3
relative max-transition margin: 0.888
maximum achievable frequency: 305 MHz
weighted congestion reported at the end of routability-driven placement: 0.698
crit path capture: Sum[2]
post-layout instance count excluding filler cells: 80
total congestion overflow after global routing: 0
standard cell with the maximum stage delay on the critical path: sky130_fd_sc_hd__clkdlybuf4s50_1
number of pins with negative max-slew slack in the final report: 0
antenna violations before repair: 0
antenna diode count: 0
post-placement worst setup slack: 549 ps
worst hold slack after final layout: 2600 ps
total setup buffers inserted after CTS: 0
global-route wire length before repair: 876 µm
number of buffers inserted for hold repair after clock tree synthesis: 0
worst hold path type: in2out
placed cell areas: 368 µm²
Post-Syn Area per Cell: 8.51 µm²
Tool Warnings: 33
Synth cell types: 10
share of the clock period used by the worst path: 0.862
startpoint type of the worst setup path: primary input
crit path launch: A[0]
final critical-path setup slack: 523 ps
first-pass iteration count of the detailed router: 3
clock buffers: 0
signed area change from the synthesized netlist to the final layout: 116%
Gates resized, CTS repair: 0
transition time at the pin with the least slew margin: 168 ps
synth warn: 0
setup_tns: 0 ps
unrepaired setup endpoints after global routing: false
io pins: 14
pre-placement core utilization: 0.0498
via count of the first global-routing pass: 184
post-synth area from yosys stat: 170 µm²
area of the chip: 6400 µm²
row count: 21
Port Buf Inserts: 14
area taken by flip-flops and latches: 0 µm²
number of standard cells after synthesis: 20
Post-Syn Area: 170 µm²
via count of the routed design: 175
PwrDens: 137 nW/µm²
shortest period the worst path allows: 3280 ps
average via count per standard cell: 2.19
library cell appearing most often on the critical path: sky130_fd_sc_hd__clkdlybuf4s50_1
fraction of final layout cells sized beyond drive strength 1: 0.0588
placeable core area: 3420 µm²
WS Path Type: in2out
arrival time reported for the critical path endpoint: 2520 ps
total track usage: 0.0173
portion of total power attributed to combinational logic: 1.000
number of failing hold endpoints at the final stage: 0
cell usage in the layout, fill, tap and decap left out:
cell	instances
sky130_fd_sc_hd__a21o_1	2
sky130_fd_sc_hd__fa_1	1
sky130_fd_sc_hd__a21oi_2	1
sky130_fd_sc_hd__nand2_1	1
sky130_fd_sc_hd__clkdlybuf4s50_1	14
sky130_fd_sc_hd__xnor2_1	2
sky130_fd_sc_hd__xor2_1	1
sky130_fd_sc_hd__o21ai_2	1
sky130_fd_sc_hd__inv_1	4
sky130_fd_sc_hd__a21oi_1	2
sky130_fd_sc_hd__ha_1	5
power by group through the flow:
stage / registers (mW) / clock network, mW / logic (mW)
final: 0 / 0 / 0.0506
after CTS: 0 / 0 / 0.0517
after global routing: 0 / 0 / 0.0572
cell type report:
type	instances	area, µm²
repair buffers	14	140
fillers	408	3050
inverters	4	15.0
multi-input cells	16	155
well taps	46	57.6
through the flow:
stage,util,power (mW)
global placement,0.108,0.0502
detailed placement,0.108,0.0512
finish,0.108,0.0506
CTS,0.108,0.0517
global route,0.108,0.0572
floorplan,-,0.0183
metal layers:
layer,vias to the layer above,global-route usage,share of wire
li1,95,-,-
met1,67,0.0298,0.59
met2,13,0.0144,0.19
met3,0,0.0136,0.22
met4,0,0,0
met5,-,0,0
worst min path at each step:
stage | endpoint | startpoint | slack (ps) | cells after the start
4_1_cts | Sum[3] | B[3] | 2610 | 4
5_1_grt | Sum[3] | B[3] | 2680 | 4
6_report | Sum[3] | B[3] | 2600 | 4
synthesized netlist by cell type:
library cell / n / area (µm²)
sky130_fd_sc_hd__xor2_1: 1 / 8.76
sky130_fd_sc_hd__ha_1: 5 / 62.6
sky130_fd_sc_hd__a21oi_2: 1 / 8.76
sky130_fd_sc_hd__nand2_1: 1 / 3.75
sky130_fd_sc_hd__inv_1: 4 / 15.0
sky130_fd_sc_hd__a21oi_1: 2 / 10.0
sky130_fd_sc_hd__xnor2_1: 2 / 17.5
sky130_fd_sc_hd__o21ai_2: 1 / 8.76
sky130_fd_sc_hd__fa_1: 1 / 20.0
sky130_fd_sc_hd__a21o_1: 2 / 15.0
logic make-up (layout without fill, tap and decap cells):
| kind of cell | Yosys count | count (layout) | synth area share |
|---|---|---|---|
| buffers and inverters | 4 | 18 | 0.0882 |
| AND/OR/NAND/NOR | 1 | 1 | 0.0220 |
| XOR/XNOR | 3 | 3 | 0.154 |
| AND-OR/OR-AND | 6 | 6 | 0.250 |
| adder cells (fa/ha/maj) | 6 | 6 | 0.485 |
worst max-delay path: cells and delay by family:
family,cells,cell delay (ps)
buf+inv,2,960
compound gates,2,320
xor+xnor,1,130
fa+ha+maj,1,330
Power and IR drop assume default switching activity.
