<file path="run.sh">
#!/bin/bash
# OpenROAD 26Q1-2900-gdf79404cd8, Yosys 0.63+post, stock flow scripts
make -C /OpenROAD-flow-scripts/flow DESIGN_CONFIG=/design/flow/config.mk WORK_HOME=/design/flow/orfs finish
</file>
<file path="design.v">
module ahb_slave_if(
    input  hclk,
    input  hresetn,
    input  hsel,                    
    input  hready,                  
    input  hwrite,                  
    input  [1:0]   htrans,          
    input  [2:0]   hsize,           
    input  [2:0]   hburst,          
    input  [31:0]  haddr,           
    input  [31:0]  hwdata,          
    input  [7:0]  sram_q0,               
    input  [7:0]  sram_q1,               
    input  [7:0]  sram_q2,               
    input  [7:0]  sram_q3,
    input  [7:0]  sram_q4,
    input  [7:0]  sram_q5,
    input  [7:0]  sram_q6,
    input  [7:0]  sram_q7,
    output  [1:0]  hresp,              
    output         hready_resp,        
    output  [31:0] hrdata,             
    output  sram_w_en,          
    output  [3:0]  bank0_csn,
    output  [3:0]  bank1_csn,
    output  [12:0]  sram_addr_out,           
    output  [31:0]  sram_wdata               
); 
    reg         hwrite_r;          
    reg  [2:0]  hsize_r;           
    reg  [2:0]  hburst_r;          
    reg  [1:0]  htrans_r;          
    reg  [31:0] haddr_r;           
    reg  [3:0]  sram_csn;          
    wire  [1:0]  haddr_sel;
    wire  [1:0]  hsize_sel;
    wire         bank_sel;
    wire         sram_csn_en;      
    wire         sram_write;      
    wire         sram_read;       
    wire  [15:0] sram_addr;       
    wire  [31:0] sram_data_out;   
    parameter   IDLE = 2'b00,          
                BUSY = 2'b01,
                NONSEQ = 2'b10,         
                SEQ = 2'b11;            
    assign  hready_resp = 1'b1;     
    assign  hresp       = 2'b00;    
    assign  hrdata = sram_data_out;   
    assign  sram_write = ((htrans_r == NONSEQ) || (htrans_r == SEQ)) && hwrite_r;
    assign  sram_read = ((htrans_r == NONSEQ) || (htrans_r == SEQ)) && (! hwrite_r);
    assign  sram_w_en = !sram_write;      
    assign  sram_addr = haddr_r[15:0];       
    assign  sram_addr_out = sram_addr[14:2]; 
    assign sram_csn_en = (sram_write || sram_read); 
    assign  bank0_csn = (sram_csn_en && (sram_addr[15] == 1'b0))?sram_csn:4'b1111;   
    assign  bank1_csn = (sram_csn_en && (sram_addr[15] == 1'b1))?sram_csn:4'b1111;   
    assign  bank_sel = (sram_csn_en && (sram_addr[15] == 1'b0))?1'b1:1'b0;  
    assign  sram_data_out = (bank_sel) ? {sram_q3,sram_q2,sram_q1,sram_q0}:          
                                         {sram_q7,sram_q6,sram_q5,sram_q4};
    assign  haddr_sel = sram_addr[1:0];     
    assign  hsize_sel  = hsize_r[1:0];
    assign  sram_wdata =hwdata;    
    always@(hsize_sel or haddr_sel) begin
        if(hsize_sel == 2'b10)             
          sram_csn = 4'b0;                 
        else if(hsize_sel == 2'b01)        
          begin
            if(haddr_sel[1] == 1'b0)       
              sram_csn = 4'b1100;          
            else                           
              sram_csn = 4'b0011;          
          end
        else if(hsize_sel == 2'b00)        
          begin
            case(haddr_sel)
              2'b00:sram_csn = 4'b1110;     
              2'b01:sram_csn = 4'b1101;     
              2'b10:sram_csn = 4'b1011;     
              2'b11:sram_csn = 4'b0111;     
              default:sram_csn = 4'b1111;   
            endcase
          end
        else
          sram_csn = 4'b1111;       
    end
    always@(posedge hclk or negedge hresetn) begin
        if(!hresetn)
          begin
            hwrite_r <= 1'b0;
            hsize_r  <= 3'b0;
            hburst_r <= 3'b0;          
            htrans_r <= 2'b0;
            haddr_r  <= 32'b0;
          end
        else if(hsel && hready)
          begin
            hwrite_r <= hwrite;
            hsize_r  <= hsize;        
            hburst_r <= hburst;       
            htrans_r <= htrans;
            haddr_r  <= haddr;
          end
        else
          begin
            hwrite_r <= 1'b0;
            hsize_r  <= 3'b0;
            hburst_r <= 3'b0;          
            htrans_r <= 2'b0;
            haddr_r  <= 32'b0;
          end
    end
endmodule
</file>
<file path="config.mk">
export PLATFORM = sky130hd
export DESIGN_NAME = ahb_slave_if
export DESIGN_NICKNAME = ahb_slave_if
export VERILOG_FILES = /design/flow/design.v
export SDC_FILE = /design/flow/constraint.sdc
export NUM_CORES = 4
export LEC_CHECK = 1
export CORE_AREA = 10 10 118 118
export DIE_AREA = 0 0 128 128
</file>
<file path="constraint.sdc">
current_design ahb_slave_if

set clk_period 4.0
set clk_io_pct 0.2

create_clock -name clk0 -period $clk_period [get_ports {hclk}]

set non_clock_inputs [all_inputs -no_clocks]
set_input_delay [expr $clk_period * $clk_io_pct] -clock clk0 $non_clock_inputs
set_output_delay [expr $clk_period * $clk_io_pct] -clock clk0 [all_outputs]
</file>
==> notes.md <==
run results: Max-area cell share 30.2%, Final GP Congestion 0.755, Fin. Hold Viols 0, P per Cell Area 217 nW/um2, Yosys warning total 1, tool warnings 46, max_cap viols 0, Final min period 3.04 ns, Init Core Util 14.5%, flops out of synthesis 20, Cell area leaders dfrtp_1 (30%), mux2_4 (27%), buf_4 (22%), and3_1 (7.5%), buf_12 (3.6%), Die Height 128 um, CP max stage cell nand2b_2, Leakage 0.00132 uW, # setup viols final 0, PnR worst setup slack 0.960 ns, CP Buf/Inv Count 2, largest area contributor in the netlist dfrtp_1, clock root buffer clkbuf_16, Max Fclk 0.329 GHz, gr busiest metal met2, final HPWL from detailed placement 4.84 mm, total negative slack 0 ns, Chip Width 128 um, Worst Hold Class input port to async pin, Synth top cell by count buf_4, crit path DAT 2.24 ns, Iter 0 DRT Violations 25, Largest stage delay, worst path 0.53 ns, final core utilization 25.6%, vias 1343, share of cells above drive strength 1 18.3%, I/O pins 230, Post-synth EDFFs 0, met3 usage 4.36%, Post-CTS Setup Bufs 0, Max-slew headroom 52.4%, Synth Seq Share 30.2%, Levels on crit path 4, CTS resizes 0, Netlist Area Pre-Place 1660 um2, H-Tree Depth 1, Final ANT Viol Nets 0, yosys stat area 1660 um2, Routed WL 5.39 mm, critical path type register to output pin, Tot GR Track Use 5.79%, drc violations 0, ANT cells 0, mean area per synthesized cell 11.3 um2, Post-CTS Hold Fix Bufs 0, RSZ-0062 raised after global routing false, met1 usage 6.52%, Wirelength per Cell 14.1 um, total gr overflow 0, CTS buffer count 3, Longest Clk Path Bufs 2, final slew viol count 0, Post-synth ARST share 100%, vias in the first global route 1506, ys cells 147, peak supply drop 0.255 mV, Cell variety after synth 19, cells after synthesis 147, CP Capture Type output pin, Worst-path clk slew 0.05 ns, status completed, Vias/cell 3.51, initial antenna violation count 0, Worst-Margin Slew 0.714 ns, startpoint type of the worst setup path register, Core Box Area 11400 um2, # rows 39, crit share post-route 76.0%, Critical Path RT 3.20 ns, global-route wire length before repair 7.90 mm, CTS Sinks 20, pin count of the biggest net entering global routing 23, CTS tree yes, drt pass-1 iters 3, cells along the critical path nand2b_2 -> buf_4 -> mux2_4 -> clkdlybuf4s50_1, main flop type after synthesis dfrtp_1, met2 GRT Util 9.02%, Worst path top cell family by delay buffers and inverters, pre-CTS setup slack 1.17 ns, top cells by count, synth buf_4 (48), mux2_4 (30), and3_1 (20), dfrtp_1 (20), Max FO, Critical Path 22, Port Buffers 141, chip area 16400 um2, Final Hold Slack 0.883 ns, Area Growth Syn to Fin 76.0%
-- metal layers --
metal | vias to the layer above | part of all wire, %
met1 | 589 | 39
li1 | 632 | -
met2 | 122 | 41
met3 | 0 | 20
met5 | - | 0
met4 | 0 | 0
-- path summary, 6_finish.rpt --
kind	from	to
setup / recovery	htrans_r[1]$_DFF_PN0_	hrdata[21]
hold / removal	hresetn	haddr_r[12]$_DFF_PN0_
max in group asynchronous	hresetn	haddr_r[1]$_DFF_PN0_
min in group clk0	hwrite	hwrite_r$_DFF_PN0_
-- where the power goes --
group / leakage (uW) / switching (uW) / internal (uW)
clock network: 0.0000442 / 65.6 / 152
logic: 0.00100 / 42.3 / 160
registers: 0.000269 / 3.60 / 210
total: 0.00132 / 111 / 523
-- cell usage in the layout, fill, tap and decap left out, drive strengths merged --
cell / instances
buf: 3
or3: 1
or3b: 1
and2b: 1
conb: 3
and2: 1
or2: 1
mux2i: 1
clkbuf: 4
nand2: 2
mux2: 32
clkdlybuf4s50: 141
and3: 20
dfrtp: 20
nand2b: 1
nand3: 4
nand4: 4
-- registers in the layout, indices dropped and copies added, names as in the netlist --
register,flops
htrans_r,1
hsize_r,2
hwrite_r,1
haddr_r,16
-- cells by family (layout without fill, tap and decap cells) --
family / after synthesis / after routing / share of synthesized area [%]
and+or+nand+nor: 36 / 36 / 13.3
buffers and inverters: 56 / 148 / 26.9
other: 2 / 3 / 0.453
muxes: 33 / 33 / 29.1
DFF: 20 / 20 / 30.2
-- cell type report --
class                           count  area [um2]
Clock buffer                        4        88.8
Fill cell                        1192        8500
Multi-Input combinational cell     72         718
Sequential cell                    20         500
Tap cell                          143         179
Timing Repair Buffer              144        1430
-- through the flow --
step                      instance area, um2  std cells  total power, uW
final                                   2920        383              634
after global routing                    2920        383              666
after CTS                               2920        383              645
after detailed placement                2830        379              424
after global placement                  2830        379              423
after floorplan                         1660        148              300
No activity file was given, so power comes from the tool's default toggle rates.
